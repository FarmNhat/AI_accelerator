**flow/design.v**
```verilog
module serial #(
    parameter BUS = 31    
)(
    input  wire              clk,
    input  wire              rst,
    input  wire              en,
    input  wire [7:0]        in_ifmap,
    output wire [BUS:0]      out_ifmap
);
    reg [BUS:0] buffer;
    always @(posedge clk or posedge rst) begin
        if (rst) begin
            buffer    <= { (BUS+1){1'b0} };
        end else if (en) begin
            buffer    <= {in_ifmap, buffer[BUS:8]};
        end
    end
    assign out_ifmap = buffer;
endmodule
module paralel #(
    parameter BUS = 31    
)(
    input  wire              clk,
    input  wire              rst,
    input  wire              en,
    input  wire [BUS:0]    in_ifmap,
    output reg [7:0]      out_ifmap
);
    reg [BUS:0] buffer;
    reg [2:0] cnt;
    always @(posedge clk or posedge en) begin
        if (rst) begin
            cnt <= 0;
            out_ifmap <= 0;
        end 
        else if (en) begin
            cnt <= 1;
            if(cnt == 0)begin
                buffer <= in_ifmap;
            end
            else begin
                out_ifmap <= buffer[7:0];
                buffer <= buffer >> 8;
            end
        end 
    end
endmodule
module psum_acc #(
    parameter ACC_NUM=3
)(
    input  wire        clk,
    input  wire        rst,
    input  wire        en,  
    input  wire [7:0] psum_in,
    output reg  [7:0] accum_out
);
    reg [7:0] psum_buffer [0:ACC_NUM-1];     
    reg [$clog2(ACC_NUM):0] psum_count; 
    integer i;
    always @(posedge clk ) begin
        if (rst || !en) begin
            psum_count <= 0;
            accum_out  <= 0;
            for (i = 0; i < ACC_NUM; i = i + 1)
                psum_buffer[i] <= 0;
        end
        else begin
            psum_buffer[psum_count] = psum_in;
            if (psum_count == ACC_NUM - 1)
                psum_count = 0;
            else
                psum_count = psum_count + 1;
            accum_out = 0;
            for (i = 0; i < ACC_NUM; i = i + 1)
                accum_out = accum_out + psum_buffer[i];
        end
    end
endmodule
module pe #(
    parameter ACC_NUM=3
)(
    input  wire        clk,
    input  wire        rst,
    input  wire        en,
    input wire [7:0] input_ifmap,    
    input wire [7:0] input_filter,   
    output wire [7:0] output_psum      
);
    wire [15:0] mult_result;
    wire [7:0] acc_result;
    assign mult_result = rst ? 16'd0 : input_ifmap * input_filter;  
    psum_acc #(.ACC_NUM(ACC_NUM)) psum_acc_inst (
        .clk(clk),
        .rst(rst),
        .en(en),  
        .psum_in(mult_result[7:0]),  
        .accum_out(output_psum)
    );
endmodule
module pe_array_3x3 #(
    parameter IFMAP,
    parameter FILTER,
    parameter OUT
)(
    input  wire        clk,
    input  wire        en,
    input  wire        rst,
    input  wire [IFMAP*IFMAP*8 - 1:0] ifmap_in_flat ,
    input  wire [FILTER*FILTER*8 - 1:0] filter_in_flat ,
    output wire [OUT*OUT*8 - 1:0] sum_out_flat,
    output wire [7:0] psum_test0,
    output wire done_compute
);
wire [7:0] ifmap_in[IFMAP*IFMAP-1:0];  
wire [7:0] filter_in[FILTER*FILTER-1:0];  
reg [7:0] sum_out[8:0];  
reg done;
assign done_compute = done;
genvar k;
generate
    for (k = 0; k < IFMAP*IFMAP; k = k + 1)
        assign ifmap_in[k] = ifmap_in_flat[k * 8 +: 8];
    for (k = 0; k < FILTER*FILTER; k = k + 1)
        assign filter_in[k] = filter_in_flat[k * 8 +: 8];
    for (k = 0; k < 9; k = k + 1) 
        assign sum_out_flat[k*8 +: 8] = sum_out[k];
    endgenerate
reg [7:0] temp_ifmap[FILTER:0][FILTER:0];  
wire [7:0] temp_filter[FILTER:0][FILTER:0];
wire [7:0] psum_temp[FILTER:0];  
    assign psum_test0 = psum_temp[0];  
    wire [7:0] psum_row [0:FILTER-1][0:FILTER-1];  
reg [2:0] cnt;
    genvar i, j;
    generate
        for (i = 0; i < FILTER; i = i + 1) begin :row 
            for (j = 0; j < FILTER; j = j + 1) begin :col    
                pe #(.ACC_NUM(3)) pe (
                    .clk(clk),
                    .rst(rst),
                    .en(en),
                    .input_ifmap(temp_ifmap[i][j]),
                    .input_filter(temp_filter[i][j]),
                    .output_psum(psum_row[i][j])
                );
            end
            if (FILTER == 1) begin
                assign psum_temp[i] = psum_row[i][0];
            end else if (FILTER == 2) begin
                assign psum_temp[i] = psum_row[i][0] + psum_row[i][1];
            end else if (FILTER == 3) begin
                assign psum_temp[i] = psum_row[i][0] + psum_row[i][1] + psum_row[i][2];
            end else begin : GEN_ADDER
                wire [15:0] adder_stage [0:FILTER-1];
                for (j = 0; j < FILTER; j = j + 1) begin : RED
                    assign adder_stage[j] = psum_row[i][j];
                end
                integer rr;
                reg [15:0] comb_sum;
                always @(*) begin
                    comb_sum = 0;
                    for (rr = 0; rr < FILTER; rr = rr + 1)
                        comb_sum = comb_sum + adder_stage[rr];
                end
                assign psum_temp[i] = comb_sum[7:0];
            end
        end
    endgenerate
    reg [2:0] cnt_out;  
    always @(posedge clk)begin
        if(rst) begin
            cnt <= 0;
            done <= 0;
        end
        else if(cnt == OUT + 1) begin 
        end
        else begin
            cnt <= cnt + 1;
        end
    end
    always @(posedge clk)begin
        if(cnt == FILTER - 1) begin  
            cnt_out <= 0;
        end
        else if(cnt_out == OUT - 1) begin  
            done <= 1;
        end
        else begin
            cnt_out <= cnt_out + 1;
        end
    end
    always @(psum_temp[0], psum_temp[1], psum_temp[2]) begin
        if(cnt > OUT - 1)begin
        integer a;
            for (a = 0; a < FILTER; a = a + 1) begin
                sum_out[a*OUT + cnt_out] <= psum_temp[a];
            end
        end
    end
generate
    for (i = 0; i < FILTER; i = i + 1) begin : col
        for (j = 0; j < FILTER; j = j + 1) begin : row
            assign temp_filter[j][i] = filter_in[i + 3*j];
        end
    end
endgenerate
always @(posedge clk) begin
    if (~rst) begin
        integer a, b;
        for (a = 0; a < FILTER; a = a + 1) begin
            for (b = 0; b < FILTER; b = b + 1) begin
                temp_ifmap[a][b] <= ifmap_in[cnt + (a + b) * IFMAP];
            end
        end
    end
end
endmodule
module top#(
    parameter IFMAP=5,
    parameter FILTER=3,
    parameter OUT = IFMAP - FILTER + 1
)(
    input  wire              clk,
    input  wire              rst,
    input  wire              en,
    input  wire [7:0]        in_ifmap,
    input  wire [7:0]        in_filter,
    output reg  [7:0]        out,
    output reg              done
);
    localparam IDLE         = 3'd0;
    localparam SERIAL_LOAD_1  = 3'd1;
    localparam SERIAL_LOAD_2  = 3'd2;
    localparam COMPUTE      = 3'd3;
    localparam PARALLEL_OUT = 3'd4;
    localparam DONE         = 3'd5;
    reg [2:0] state, next_state;
    reg [8:0] compute_cnt;  
    reg done_serial1, done_serial2, done_para;
    wire [199:0] ifmap_bus;
    wire [71:0]  filter_bus;
    wire [71:0]  out_bus;
    wire done_compute;
    serial #(.BUS(IFMAP*IFMAP*8 - 1)) serial_ifmap (
        .clk(clk),
        .rst(rst),
        .en(done_serial1),
        .in_ifmap(in_ifmap),
        .out_ifmap(ifmap_bus)
    );
    serial #(.BUS(FILTER*FILTER*8 - 1)) serial_filter (
        .clk(clk),
        .rst(rst),
        .en(done_serial2),
        .in_ifmap(in_filter),
        .out_ifmap(filter_bus)
    );
    pe_array_3x3 #(
    .IFMAP(IFMAP), 
    .FILTER(FILTER), 
    .OUT(OUT))
    pe_array (
        .clk(clk),
        .en(~done_serial1),
        .rst(done_serial1),
        .ifmap_in_flat(ifmap_bus),
        .filter_in_flat(filter_bus),
        .sum_out_flat(out_bus),
        .done_compute(done_compute)
    );
    paralel #(.BUS(OUT*OUT*8 - 1)) out_para (
        .clk(clk),
        .rst(rst),
        .en(done_para),
        .in_ifmap(out_bus),
        .out_ifmap(out)
    );
    always @(posedge clk) begin
        if (rst) begin
            state         <= IDLE;
            compute_cnt   <= 0;
            done_serial1  <= 0;
            done_serial2  <= 0;
            done_para     <= 0;
            done          <= 0;
        end else begin
        case (state)
            IDLE: 
                if (en) begin
                    compute_cnt  <= 0;
                    done_serial1 <= 1;
                    done_serial2 <= 1;
                    done_para    <= 0;
                    state = SERIAL_LOAD_1;
                end
            SERIAL_LOAD_1: begin
                compute_cnt  <= compute_cnt + 1;
                if (compute_cnt == FILTER*FILTER - 1)begin
                    done_serial1 = 1;
                    done_serial2 = 0;
                    state = SERIAL_LOAD_2;
                end
            end
            SERIAL_LOAD_2: begin
            compute_cnt  <= compute_cnt + 1;
                if (compute_cnt == IFMAP*IFMAP - 1)begin
                    done_serial1 <= 0;
                    done_serial2 <= 0;
                    compute_cnt <= 0;
                    state = COMPUTE;
                end    
            end
            COMPUTE:begin
            compute_cnt  <= compute_cnt + 1;
                if (done_compute == 1)begin
                    done_para <= 1;
                    compute_cnt <= 0;
                    state = PARALLEL_OUT;
                end
            end
            PARALLEL_OUT: begin
            compute_cnt  <= compute_cnt + 1;
                if(compute_cnt == OUT*OUT) begin
                    state = DONE;
                end
            end
            DONE: begin
                done <= 1;
                compute_cnt   <= 0;
                done_serial1  <= 0;
                done_serial2  <= 0;
                done_para     <= 0;
                done_para     <= 0;
            end
        endcase
    end
    end
endmodule
```
**flow/config.mk**
```make
export PLATFORM = sky130hd
export DESIGN_NAME = pe
export DESIGN_NICKNAME = pe
export VERILOG_FILES = /design/flow/design.v
export SDC_FILE = /design/flow/constraint.sdc
export NUM_CORES = 4
export LEC_CHECK = 1
export CORE_UTILIZATION = 40
```
**flow/run.sh**
```bash
#!/bin/bash
# OpenROAD 26Q1-2900-gdf79404cd8, Yosys 0.63+post, stock flow scripts
make -C /OpenROAD-flow-scripts/flow DESIGN_CONFIG=/design/flow/config.mk WORK_HOME=/design/flow/orfs finish
```
**flow/constraint.sdc**
```tcl
current_design pe

set clk_period 8.5
set clk_io_pct 0.2

create_clock -name clk0 -period $clk_period [get_ports {clk}]

set non_clock_inputs [all_inputs -no_clocks]
set_input_delay [expr $clk_period * $clk_io_pct] -clock clk0 $non_clock_inputs
set_output_delay [expr $clk_period * $clk_io_pct] -clock clk0 [all_outputs]
```
==> impl_metrics.xml <==
<?xml version="1.0" encoding="UTF-8"?>
<metrics>
  <group name="grt">
    <metric name="overflow" unit="">0</metric>
    <metric name="grt_start_max_net_pins" unit="">36</metric>
    <metric name="antenna_found_initial" unit="">0</metric>
    <metric name="grt_pass1_vias" unit="">1740</metric>
    <metric name="grt.total_usage" unit="%">16.3</metric>
    <metric name="grt_pass1_wl" unit="mm">8.01</metric>
  </group>
  <group name="floorplan">
    <metric name="dieHeight" unit="um">82.1</metric>
    <metric name="initial_core_util" unit="%">42.3</metric>
    <metric name="core-area" unit="mm2">0.00606</metric>
    <metric name="chipArea" unit="mm2">0.00674</metric>
    <metric name="die.size.x" unit="um">82.1</metric>
    <metric name="fp-row-count" unit="">28</metric>
    <metric name="io_pins" unit="">27</metric>
  </group>
  <group name="hold_path">
    <metric name="min_path_type" unit="">flip-flop to flip-flop</metric>
  </group>
  <group name="logic_synthesis">
    <metric name="ys_seq_share" unit="%">27.3</metric>
    <metric name="synthesis.instances" unit="">269</metric>
    <metric name="synth_flop_count" unit="">35</metric>
    <metric name="post_synth.cell_area_avg" unit="um2">9.54</metric>
    <metric name="yosysUniqueCellTypes" unit="">25</metric>
    <metric name="synth.yosys.num_cells" unit="">269</metric>
    <metric name="yosys.stat.chipArea" unit="mm2">0.00257</metric>
    <metric name="mappedNetlistArea" unit="mm2">0.00257</metric>
    <metric name="synth.yosys.warnings" unit="">2</metric>
  </group>
  <group name="clock_tree">
    <metric name="postCtsHoldBufs" unit="">0</metric>
    <metric name="postCtsSetupRepairBufs" unit="">0</metric>
    <metric name="clock_tree.buffer_depth" unit="">2</metric>
    <metric name="cts_made_buffers" unit="">5</metric>
    <metric name="worstSkewPairLatency" unit="ns">0.28</metric>
    <metric name="number_of_sinks_driven_by_the_clock_tree" unit="">35</metric>
    <metric name="cts-resized-gates" unit="">0</metric>
    <metric name="clockRootBuffer" unit="">clkbuf_8</metric>
    <metric name="cts_tree" unit="">done</metric>
    <metric name="clock_pin_slew_reported_for_the_worst_setup_and_hold_paths_after_clock_tree_synthesis" unit="ns">0.07</metric>
    <metric name="cts.htree.levels" unit="">2</metric>
  </group>
  <group name="sta">
    <metric name="period_used_share" unit="%">82.1</metric>
    <metric name="rsz0062_at_grt" unit="">false</metric>
    <metric name="maxSlewViolCount" unit="">0</metric>
    <metric name="timing_hold_violations_final" unit="">0</metric>
    <metric name="setup_viol_count_final" unit="">0</metric>
    <metric name="worst_pin_slew" unit="ns">0.612</metric>
    <metric name="clock.fmax" unit="MHz">143</metric>
    <metric name="worst_slew_margin_rel" unit="%">59.2</metric>
    <metric name="setup_tns" unit="ns">0</metric>
    <metric name="timing.clock.skew" unit="ns">0.00558</metric>
    <metric name="period_minus_slack" unit="ns">6.98</metric>
  </group>
  <group name="worst_setup_path">
    <metric name="critical_path_required" unit="ns">8.68</metric>
    <metric name="cp-start-kind" unit="">input pin</metric>
    <metric name="setup.worst_path.class" unit="">input pin to flip-flop</metric>
    <metric name="critical_path_peak_fanout" unit="">8</metric>
    <metric name="worst_ep_arrival_time" unit="ns">7.16</metric>
    <metric name="critPathCaptureType" unit="">flip-flop</metric>
  </group>
  <group name="detailed_routing">
    <metric name="drtPass1Iterations" unit="">4</metric>
    <metric name="wire_per_inst" unit="um">12.3</metric>
    <metric name="detail_route.iter0.violations" unit="">49</metric>
    <metric name="drt-total-wl" unit="mm">4.56</metric>
    <metric name="ant_nets_after_route" unit="">0</metric>
    <metric name="drc" unit="">0</metric>
    <metric name="vias" unit="">1720</metric>
    <metric name="route.detailed.vias_per_inst" unit="">4.64</metric>
    <metric name="route.antenna.diode_count" unit="">0</metric>
  </group>
  <group name="job">
    <metric name="stage_log_warnings" unit="">28</metric>
    <metric name="drv.max_cap_violation_count" unit="">0</metric>
  </group>
  <group name="place">
    <metric name="placedInstanceArea" unit="mm2">0.00290</metric>
    <metric name="io_buffer_count" unit="">26</metric>
    <metric name="gp_congestion" unit="">0.804</metric>
    <metric name="place_hpwl" unit="mm">3.44</metric>
  </group>
  <group name="run_status">
    <metric name="status" unit="">finished, final reports clean</metric>
  </group>
  <group name="power">
    <metric name="power.density_cell_area" unit="mW/mm2">178</metric>
    <metric name="p_leak" unit="nW">1.42</metric>
    <metric name="vdd_ir_drop_max" unit="uV">148</metric>
  </group>
  <group name="finish">
    <metric name="postLayoutCellArea" unit="mm2">0.00301</metric>
    <metric name="drive_gt1_share" unit="%">6.42</metric>
    <metric name="syn2layout_area_growth" unit="%">17.5</metric>
    <metric name="final.fill_count" unit="">578</metric>
  </group>
</metrics>
==> cell usage in the layout, fill, tap and decap left out, types with 2 or more instances in the layout <==
master	count
o21ai_1	2
a21oi_1	6
xnor2_1	9
mux2i_1	14
nand2b_1	3
inv_1	34
nor2b_1	16
clkdlybuf4s50_1	26
ha_1	26
clkbuf_8	6
nor2_1	27
and2_1	12
nand2_1	25
xnor3_1	4
fa_1	20
nor3_1	3
mux2_2	9
dfxtp_1	35
xor2_1	6
a21o_1	5
==> kinds of logic after synthesis <==
logic type      share of synthesized area, %
fa+ha+maj                               28.3
compound gates                          3.61
xor+xnor                                8.63
buf+inv                                 6.19
flops                                   27.3
simple gates                            16.6
mux                                     9.41
==> layer usage <==
metal / share of wire [%] / vias up / track usage [%] / routed length (um)
li1: - / 896 / - / -
met1: 54 / 796 / 27.0 / 2460
met2: 42 / 23 / 23.6 / 1900
met3: 3.6 / 5 / 3.68 / 163
met4: 0.75 / 0 / 1.40 / 34
met5: 0 / - / 0 / 0
==> cell usage after synthesis, drive strengths merged <==
| cell | count | area share, % |
|---|---|---|
| ha | 26 | 13 |
| a21boi | 1 | 0.29 |
| and2b | 1 | 0.29 |
| a211oi | 1 | 0.29 |
| fa | 20 | 16 |
| o21ai | 2 | 0.39 |
| a21oi | 6 | 1.2 |
| nand2b | 3 | 0.73 |
| mux2 | 9 | 3.9 |
| xnor2 | 9 | 3.1 |
| mux2i | 14 | 5.5 |
| clkbuf | 7 | 1.0 |
| dfxtp | 35 | 27 |
| and2 | 12 | 2.9 |
| nor2b | 16 | 3.9 |
| nand2 | 25 | 3.7 |
| xor2 | 6 | 2.0 |
| inv | 34 | 5.0 |
| nor2 | 28 | 4.2 |
| buf | 1 | 0.19 |
| nor3b | 1 | 0.29 |
| a21o | 5 | 1.5 |
| xnor3 | 4 | 3.5 |
| nor3 | 3 | 0.58 |
==> cell type report <==
type	count	area (um2)	area share, %
sequential	35	701	23.2
multi-input combinational	192	1710	56.6
inverter	34	128	4.23
tap	75	93.8	3.11
timing repair buffer	27	268	8.88
clock inverter	2	35.0	1.16
clock buffer	6	82.6	2.74
==> worst max-delay path: stages <==
cell and delay [ns]:
clkdlybuf4s50_1 0.61, nand2_1 0.12, fa_1 0.48, fa_1 0.54, inv_1 0.04, ha_1 0.27, inv_1 0.05, fa_1 0.52
inv_1 0.04, ha_1 0.33, xor2_1 0.17, nor2_1 0.17, mux2i_1 0.16, fa_1 0.56, inv_1 0.04, ha_1 0.29
a21boi_1 0.21, o21ai_1 0.08, nand2b_1 0.09, xor2_1 0.19, xnor3_1 0.32, and2b_1 0.16
==> power breakdown <==
group	total [mW]	leakage (nW)	switching (mW)	internal [mW]
Sequential	0.176	0.283	0.00283	0.173
Clock	0.154	0.0612	0.0595	0.0949
Combinational	0.206	1.07	0.0989	0.107
==> flip-flops by register name, indices dropped and copies added, names as in the netlist <==
| signal | cells |
|---|---|
| psum_acc_inst.accum_out | 8 |
| psum_acc_inst.psum_buffer | 24 |
| psum_acc_inst.psum_count | 3 |
==> final timing paths <==
| kind | startpoint | to | slack, ns | depth (start not counted) |
|---|---|---|---|---|
| max | input_ifmap[0] | psum_acc_inst.accum_out[7]$_SDFF_PP0_ | 1.52 | 22 |
| min | psum_acc_inst.psum_buffer[0][7]$_SDFF_PP0_ | psum_acc_inst.psum_buffer[0][7]$_SDFF_PP0_ | 0.50 | 2 |
| max reg2reg | psum_acc_inst.psum_count[0]$_SDFF_PP0_ | psum_acc_inst.accum_out[7]$_SDFF_PP0_ | 4.54 | 15 |
| min reg2reg | psum_acc_inst.psum_buffer[0][7]$_SDFF_PP0_ | psum_acc_inst.psum_buffer[0][7]$_SDFF_PP0_ | 0.50 | 2 |
==> metrics by stage <==
stage	hold WS [ns]	cells	setup WS (ns)	util [%]	power [mW]
2_1_floorplan	0.457	269	2.18	-	0.334
3_3_place_gp	0.474	363	1.21	47.8	0.387
3_5_place_dp	0.483	363	1.23	47.8	0.387
4_1_cts	0.500	371	1.50	49.7	0.545
5_1_grt	0.559	371	1.21	49.7	0.580
6_report	0.499	371	1.52	49.7	0.536
Power figures rest on the tool's default switching activity, not on a simulated workload.
